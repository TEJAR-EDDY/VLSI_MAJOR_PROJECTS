$ cat design/flow/design.v
module ahb_apb_bridge #( 
    parameter ADDR_WIDTH = 32, 
    parameter DATA_WIDTH = 32, 
    parameter NUM_SLAVES = 3 
)( 
    input  wire                    HCLK, 
    input  wire                    HRESETn, 
    input  wire [ADDR_WIDTH-1:0]   HADDR, 
    input  wire [1:0]              HTRANS, 
    input  wire                    HWRITE, 
    input  wire [2:0]              HSIZE, 
    input  wire [DATA_WIDTH-1:0]   HWDATA, 
    output reg  [DATA_WIDTH-1:0]   HRDATA, 
    output reg                     HREADY, 
    output reg  [1:0]              HRESP, 
    output reg  [ADDR_WIDTH-1:0]   PADDR, 
    output reg  [NUM_SLAVES-1:0]   PSEL, 
    output reg                     PENABLE, 
    output reg                     PWRITE, 
    output reg  [DATA_WIDTH-1:0]   PWDATA, 
    input  wire [DATA_WIDTH-1:0]   PRDATA, 
    input  wire                    PREADY, 
    input  wire                    PSLVERR 
); 
    typedef enum reg [1:0] { 
        IDLE   = 2'b00, 
        SETUP  = 2'b01, 
        ENABLE = 2'b10 
    } state_t; 
    state_t current_state, next_state; 
    reg [ADDR_WIDTH-1:0]  addr_reg; 
    reg                   write_reg; 
    reg [2:0]             size_reg; 
    reg [DATA_WIDTH-1:0]  wdata_reg; 
    function [NUM_SLAVES-1:0] decode_address; 
        input [ADDR_WIDTH-1:0] address; 
        begin 
            case(address[19:16])   
                4'h0: decode_address = 3'b001;   
                4'h1: decode_address = 3'b010;   
                4'h2: decode_address = 3'b100;   
                default: decode_address = 3'b000; 
            endcase 
        end 
    endfunction 
    always @(posedge HCLK or negedge HRESETn) begin 
        if (!HRESETn) begin 
            current_state <= IDLE; 
        end else begin 
            current_state <= next_state; 
        end 
    end 
    always @(*) begin 
        next_state = current_state; 
        case (current_state) 
            IDLE: begin 
                if (HTRANS == 2'b10 || HTRANS == 2'b11) begin  
                    next_state = SETUP; 
                end 
            end 
            SETUP: begin 
                next_state = ENABLE; 
            end 
            ENABLE: begin 
                if (PREADY) begin 
                    if (HTRANS == 2'b10 || HTRANS == 2'b11) begin 
                        next_state = SETUP;   
                    end else begin 
                        next_state = IDLE; 
                    end 
                end 
            end 
            default: next_state = IDLE; 
        endcase 
    end 
    always @(posedge HCLK or negedge HRESETn) begin 
        if (!HRESETn) begin 
            addr_reg  <= 0; 
            write_reg <= 0; 
            size_reg  <= 0; 
        end else if (current_state == IDLE && next_state == SETUP) begin 
            addr_reg  <= HADDR; 
            write_reg <= HWRITE; 
            size_reg  <= HSIZE; 
        end 
    end 
    always @(posedge HCLK or negedge HRESETn) begin 
        if (!HRESETn) begin 
            wdata_reg <= 0; 
        end else if (current_state == SETUP) begin 
            wdata_reg <= HWDATA; 
        end 
    end 
    always @(posedge HCLK or negedge HRESETn) begin 
        if (!HRESETn) begin 
            PADDR   <= 0; 
            PSEL    <= 0; 
            PENABLE <= 0; 
            PWRITE  <= 0; 
            PWDATA  <= 0; 
        end else begin 
            case (current_state) 
                IDLE: begin 
                    PSEL    <= 0; 
                    PENABLE <= 0; 
                end 
                SETUP: begin 
                    PADDR   <= addr_reg; 
                    PSEL    <= decode_address(addr_reg); 
                    PENABLE <= 0; 
                    PWRITE  <= write_reg; 
                    if (write_reg) begin 
                        PWDATA <= wdata_reg; 
                    end 
                end 
                ENABLE: begin 
                    PENABLE <= 1; 
                    if (PREADY) begin 
                        if (next_state == SETUP) begin 
                            PADDR   <= HADDR; 
                            PSEL    <= decode_address(HADDR); 
                            PENABLE <= 0; 
                            PWRITE  <= HWRITE; 
                        end else begin 
                            PSEL    <= 0; 
                            PENABLE <= 0; 
                        end 
                    end 
                end 
            endcase 
        end 
    end 
    always @(posedge HCLK or negedge HRESETn) begin 
        if (!HRESETn) begin 
            HREADY <= 1; 
            HRESP  <= 2'b00;  
            HRDATA <= 0; 
        end else begin 
            case (current_state) 
                IDLE: begin 
                    HREADY <= 1; 
                    HRESP  <= 2'b00; 
                end 
                SETUP: begin 
                    HREADY <= 0;   
                    HRESP  <= 2'b00; 
                end 
                ENABLE: begin 
                    if (PREADY) begin 
                        HREADY <= 1; 
                        HRESP  <= PSLVERR ? 2'b01 : 2'b00;  
                        if (!write_reg) begin 
                            HRDATA <= PRDATA; 
                        end 
                    end else begin 
                        HREADY <= 0;   
                    end 
                end 
            endcase 
        end 
    end 
endmodule 
$ cat design/flow/run.sh
#!/bin/bash
# OpenROAD 26Q1-2900-gdf79404cd8, Yosys 0.63+post, stock flow scripts
make -C /OpenROAD-flow-scripts/flow DESIGN_CONFIG=/design/flow/config.mk WORK_HOME=/design/flow/orfs finish
$ cat design/flow/config.mk
export PLATFORM = sky130hd
export DESIGN_NAME = ahb_apb_bridge
export DESIGN_NICKNAME = ahb_apb_bridge
export VERILOG_FILES = /design/flow/design.v
export SDC_FILE = /design/flow/constraint.sdc
export NUM_CORES = 4
export LEC_CHECK = 1
export CORE_UTILIZATION = 40
$ cat design/flow/constraint.sdc
current_design ahb_apb_bridge

set clk_period 10.2
set clk_io_pct 0.2

create_clock -name clk0 -period $clk_period [get_ports {HCLK}]

set non_clock_inputs [all_inputs -no_clocks]
set_input_delay [expr $clk_period * $clk_io_pct] -clock clk0 $non_clock_inputs
set_output_delay [expr $clk_period * $clk_io_pct] -clock clk0 [all_outputs]
==> results.json <==
{
  "status": "complete, no violations",
  "yosys.stat.seqShare_pct": 61.19,
  "root_buffer": "clkbuf_16",
  "cts_resized": 0,
  "mostFrequentLayoutCells": "clkdlybuf4s50_1, dfrtp_1, mux2_2, mux2_4, clkbuf_16",
  "clkTransAtPathRegs_ns": 0.07,
  "drive_above_1_share_pct": 36.52,
  "worstSetupPathType": "input port to register",
  "die_h_um": 134.3,
  "cts_tree": "built",
  "tightest_slew_ns": 0.7752,
  "antenna_found_initial": 0,
  "comb_power_share_pct": 3.9,
  "edf_count": 0,
  "avgSynthCellArea_um2": 16.23,
  "yosysWarnings": 1,
  "grt_pass1_vias": 4508,
  "antenna_left": 0,
  "worst_setup_path_end_kind": "register",
  "peakVddDrop_uv": 107.9,
  "cts_buffers": 17,
  "timing.final.crit_share_pct": 36.07,
  "finalSetupTns_ns": 0,
  "cts_setup_buffers": 0,
  "port_buffers": 204,
  "vias": 4188,
  "leakage_nw": 4.665,
  "place_hpwl_um": 9434,
  "power_density_mw_per_mm2": 143.5,
  "path_buffers": 2,
  "ys_chip_area_mm2": 0.006997,
  "cpLargestDelayFamily": "buffers and inverters",
  "grt_pass1_wl_um": 23500,
  "finalSetupViolations": 0,
  "area_growth_pct": 40.25,
  "synth_cell_types": 28,
  "mappedNetlistArea_mm2": 0.006997,
  "ctsHoldBuffers": 0,
  "finClkSkew_ns": 0.004627,
  "drt_wl_total_um": 14560,
  "critPathLaunchType": "input port",
  "flop_cell": "dfrtp_1",
  "fp-utilization_pct": 41.60,
  "cp_max_fo": 33,
  "numSynthFlops": 171,
  "diodes": 0,
  "htree_levels": 4,
  "place_congestion": 0.7427,
  "critPathArrivalTime_ns": 3.98,
  "synthArstFlopShare_pct": 100.0,
  "syn_inst": 431,
  "clock.fmax_ghz": 0.2718,
  "dr.first_iter.drc_count": 93,
  "max-slew-margin-rel_pct": 48.32,
  "power.internal_mw": 1.124,
  "routedWlPerCell_um": 16.76,
  "ys_top_cells_by_area": "dfrtp_1, mux2_2, mux2_4",
  "lay_top_count": "clkdlybuf4s50_1",
  "drt_pass1_iterations": 4,
  "ys_cells": 431,
  "std_cell_rows": 47,
  "drcViolationCount": 0,
  "rsz0062_at_grt": "false",
  "grt_usage_pct": 17.24,
  "yosysTopAreaCellShare_pct": 60.44,
  "required_ns": 10.50,
  "die_w_um": 134.3,
  "pin_count": 210,
  "cts_buffer_depth": 2,
  "slew_violations": 0,
  "p_sw_share_pct": 20.17,
  "grt_max_degree": 87,
  "hold_viol_final": 0,
  "hp-class": "register to register",
  "clock_latency_ns": 0.41,
  "die_area_mm2": 0.01802,
  "design.core.area_mm2": 0.01682,
  "overflow": 0,
  "cts_num_sinks": 171,
  "cp_slowest_cell": "clkdlybuf4s50_1",
  "crit_chain": "clkdlybuf4s50_1 > and4b_1 > a21o_2 > buf_4 > mux2_2",
  "critical_path.max_stage_delay_ns": 0.58,
  "tool_warnings": 29,
  "avgViaCountPerCell": 4.819,
  "power.net_switching_mw": 0.2841,
  "maxCapViolCount": 0,
  "finish.utilization_pct": 58.35,
  "yosysTopAreaCell": "dfrtp_1",
  "fin_crit_ns": 3.679,
  "p_seq_share_pct": 48.2,
  "clock_power_share_pct": 47.9
}
per-stage QoR:
stage               setup WS, ns  area [µm²]  power [mW]  std cells  hold WS (ns)
floorplan                  7.072        6997      0.6922        431        0.4392
global placement           6.100        9189      0.7455        837        0.4744
detailed placement         6.084        9189      0.7468        837        0.4845
CTS                        6.521        9813       1.429        869        0.4992
global route               6.455        9813       1.464        869        0.5138
finish                     6.521        9813       1.408        869        0.4939
area by class of cell:
class | count | area [µm²]
clock buffer | 18 | 429.2
clock inverter | 14 | 195.2
fill | 1295 | 7005
inverter | 1 | 3.754
multi-input combinational | 234 | 2531
sequential | 171 | 4283
tap | 220 | 275.3
timing repair buffer | 211 | 2096
cell usage after synthesis, types with 3 or more instances:
master and number:
a21oi_1 3, mux2_2 162, mux2_4 30, mux2_1 3, clkbuf_1 3, nand2_1 4, nand4b_1 3, buf_1 3
buf_6 10, nand3_1 4, buf_2 8, dfrtp_1 169, nor2_1 7
routing by layer:
layer | share of wire (%) | wire length (µm) | up-vias | track usage [%]
met3 | 7.6 | 1111 | 7 | 5.787
met5 | 0 | 0 | - | 0
met4 | 0.89 | 130 | 0 | 1.561
met1 | 45 | 6605 | 2115 | 25.87
li1 | - | - | 1942 | -
met2 | 46 | 6716 | 124 | 26.45
cells by family (layout without fill, tap and decap cells):
family,Yosys count,in the layout,share of synthesized area (%)
muxes,195,195,32.99
DFF,171,171,61.19
and+or+nand+nor,29,29,2.343
buffers and inverters,26,244,2.665
AOI/OAI and AO/OA,9,9,0.7511
other,1,1,0.05360
power groups by stage:
stage	Sequential [mW]	Combinational (mW)	Clock, mW
after CTS	0.678	0.0566	0.694
final	0.678	0.0551	0.675
after global routing	0.678	0.0607	0.726
worst paths after layout:
| check | from | to | slack (ns) | depth (start not counted) |
|---|---|---|---|---|
| worst min-delay path | HRDATA[4] | HRDATA[4] | 0.49 | 1 |
| worst min register to register | HRDATA[4] | HRDATA[4] | 0.49 | 1 |
| worst max register to register | current_state[1] | PADDR[31] | 7.81 | 5 |
| worst max-delay path | PREADY | PADDR[31] | 6.52 | 5 |
| max in group asynchronous | HRESETn | PWDATA[10] | 7.41 | 2 |
| min in group asynchronous | HRESETn | PWDATA[15] | 1.69 | 1 |
Power is estimated from default activity; no workload was simulated.
