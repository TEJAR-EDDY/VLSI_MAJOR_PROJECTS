### /design/flow/config.mk
export PLATFORM = sky130hd
export DESIGN_NAME = apb_slave
export DESIGN_NICKNAME = apb_slave
export VERILOG_FILES = /design/flow/design.v
export SDC_FILE = /design/flow/constraint.sdc
export NUM_CORES = 4
export LEC_CHECK = 1
export CORE_UTILIZATION = 40
### /design/flow/constraint.sdc
current_design apb_slave

set clk_period 10.5
set clk_io_pct 0.2

create_clock -name clk0 -period $clk_period [get_ports {pclk}]

set non_clock_inputs [all_inputs -no_clocks]
set_input_delay [expr $clk_period * $clk_io_pct] -clock clk0 $non_clock_inputs
set_output_delay [expr $clk_period * $clk_io_pct] -clock clk0 [all_outputs]
### /design/flow/design.v
module apb_slave #( 
    parameter ADDR_WIDTH = 32, 
    parameter DATA_WIDTH = 32, 
    parameter SLAVE_ID = 0, 
    parameter WAIT_CYCLES = 0 
)( 
    input  wire                    pclk, 
    input  wire                    presetn, 
    input  wire [ADDR_WIDTH-1:0]   paddr, 
    input  wire [DATA_WIDTH-1:0]   pwdata, 
    output reg  [DATA_WIDTH-1:0]   prdata, 
    input  wire                    pwrite, 
    input  wire                    psel, 
    input  wire                    penable, 
    output reg                     pready, 
    output reg                     pslverr, 
    input  wire [2:0]              pprot, 
    input  wire [3:0]              pstrb 
); 
    reg [DATA_WIDTH-1:0] memory [0:255]; 
    reg [$clog2(WAIT_CYCLES+1)-1:0] wait_count; 
    typedef enum logic [1:0] { 
        IDLE   = 2'b00, 
        ACCESS = 2'b01, 
        ERROR  = 2'b10 
    } slave_state_t; 
    slave_state_t current_state, next_state; 
    wire [7:0] mem_addr = paddr[9:2];  
    wire valid_address = (paddr[31:10] == 22'h0);  
    always_ff @(posedge pclk or negedge presetn) begin 
        if (!presetn) 
            current_state <= IDLE; 
        else 
            current_state <= next_state; 
    end 
    always_comb begin 
        case (current_state) 
            IDLE: begin 
                if (psel && !penable) 
                    next_state = ACCESS; 
                else 
                    next_state = IDLE; 
            end 
            ACCESS: begin 
                if (!valid_address) 
                    next_state = ERROR; 
                else if (wait_count == WAIT_CYCLES) 
                    next_state = IDLE; 
                else 
                    next_state = ACCESS; 
            end 
            ERROR: begin 
                next_state = IDLE; 
            end 
            default: next_state = IDLE; 
        endcase 
    end 
    always_ff @(posedge pclk or negedge presetn) begin 
        if (!presetn) begin 
            wait_count <= '0; 
        end else begin 
            if (current_state == ACCESS && next_state == ACCESS) 
                wait_count <= wait_count + 1; 
            else 
                wait_count <= '0; 
        end 
    end 
    always_ff @(posedge pclk or negedge presetn) begin 
        if (!presetn) begin 
            prdata  <= '0; 
            pready  <= 1'b0; 
            pslverr <= 1'b0; 
            for (int i = 0; i < 256; i++) begin 
                memory[i] <= {SLAVE_ID[7:0], 24'h000000} + i; 
            end 
        end else begin 
            case (current_state) 
                IDLE: begin 
                    pready  <= 1'b0; 
                    pslverr <= 1'b0; 
                    prdata  <= '0; 
                end 
                ACCESS: begin 
                    if (valid_address && wait_count == WAIT_CYCLES) begin 
                        pready <= 1'b1; 
                        pslverr <= 1'b0; 
                        if (pwrite) begin 
                            if (pstrb[0]) memory[mem_addr][ 7: 0] <= pwdata[ 7: 0]; 
                            if (pstrb[1]) memory[mem_addr][15: 8] <= pwdata[15: 8]; 
                            if (pstrb[2]) memory[mem_addr][23:16] <= pwdata[23:16]; 
                            if (pstrb[3]) memory[mem_addr][31:24] <= pwdata[31:24]; 
                        end else begin 
                            prdata <= memory[mem_addr]; 
                        end 
                    end else if (!valid_address) begin 
                        pready  <= 1'b0; 
                        pslverr <= 1'b0; 
                    end else begin 
                        pready  <= 1'b0; 
                        pslverr <= 1'b0; 
                    end 
                end 
                ERROR: begin 
                    pready  <= 1'b1; 
                    pslverr <= 1'b1; 
                    prdata  <= 32'hDEADBEEF;  
                end 
            endcase 
        end 
    end 
endmodule
### /design/flow/run.sh
#!/bin/bash
# OpenROAD 26Q1-2900-gdf79404cd8, Yosys 0.63+post, stock flow scripts
make -C /OpenROAD-flow-scripts/flow DESIGN_CONFIG=/design/flow/config.mk WORK_HOME=/design/flow/orfs finish
==> deck_impl_summary.md <==
Synthesis and Place & Route Summary

Critical path
  – Crit start category: input port
  – CP max FO: 57
  – Critical Path RT: 11,580 ps
  – WP data arrival: roughly 9000 ps
  – Critical path class: input port to flop
  – CP endpoint kind: flop

Synth
  – Compound Share, Synth: 0.100
  – XOR/XNOR Fraction of Synth Area: 0
  – Cell type with the largest total area: dfrtp_1
  – Ys Warns: 2
  – Avg Cell Area, Syn: approximately 13 µm²
  – Largest type area fraction: 0.500
  – Unique masters post-synth: between 80 and 90
  – Post-synth EDFFs: 0
  – Mapped Cells: around 27,000
  – Top FF cell, synth: dfrtp_1
  – Simple share: 0.0420
  – YS chip area: about 360,000 µm²
  – Main logic family: multiplexers
  – Mapped Area: 361,000 µm²
  – Seq/Total Area, Yosys: 0.574
  – Yosys adder share: 0.0000347
  – Async S/R FF share, synth: 1.00
  – Synth flops: 8,231
  – Yosys stat cell total: about 27,000
  – MUX area fraction: 0.260
  – Top cells by area: dfrtp_1, mux2_2, dfstp_2, a22oi_1, nand2_1

Flow run
  – Max_cap viols: 4
  – Tool warnings: approximately 190

Timing
  – Setup TNS: 0 ps
  – Final hold vios: 0
  – RSZ-0062 raised after global routing: false
  – Slew HR: -0.116
  – Final period demand of the worst path: roughly 8000 ps
  – Final worst path period share: 0.761
  – Setup violations, final: 0
  – Final Max Tran Viols: 23
  – Max Clock Skew: about 95 ps
  – Fin worst setup slack: between 2000 and 3000 ps
  – Worst-Margin Slew: 1670 ps
  – FMAX: 125 MHz

Clocking
  – CTS tree: done
  – Worst-skew pair later-pin latency: about 1200 ps
  – Count of clock tree sinks: 8,231
  – CTS H-tree depth: 6
  – Total CTS buffers: 923
  – CTS Hold Bufs: 0
  – Clock root buffer: clkbuf_16
  – CTS max path bufs: 5
  – Post-CTS setup buffer count: 0
  – CTS resizes: 0
  – Clock Pin Slew Worst Setup and Hold Paths: roughly 60 ps

Pwr
  – Lkg Pwr: between 200 and 250 nW
  – PwrDens: 163 nW/µm²
  – Max VDD drop: 177 µV

Route
  – Initial drt markers: slightly below 30,000
  – Via Count: ~290k
  – DRT Wirelength: 2,430,000 µm
  – Routed Antenna Nets: 0
  – Routed WL per cell: 58.4 µm
  – Pre-antenna DRT Iters: 10
  – DRC errors left: 0
  – Via/cell ratio: approximately 7

Placement
  – Placed cell areas: 390,000 µm²
  – Number of port buffers: 104
  – HPWL Detailed: 1,780,000 µm
  – RePlAce Congestion: 1.11
  – DP Worst Slack: 1990 ps
  – Dpl cells: 39,000

Min path
  – Worst hold path class: flop to flop

Layout
  – Share of layout cells above drive strength 1: 0.468
  – P&R area growth vs syn: 17.4%
  – Util after Layout: 0.471
  – Post-route cell area: 424,000 µm²
  – Cell Count, Final, Fillers Out: 41,500
  – Most numerous logic cell after layout: mux2_2
  – Most frequent cells in the layout: mux2_2, dfrtp_1, a22oi_1

Outcome
  – Outcome: finished, violations left
  – Failing checks: capacitance limit, slew limit

Global routing
  – Tot GR Track Use: 0.559
  – Largest net degree at the start of global routing: 131
  – Initial antenna violation count: 503
  – First-pass GRT wire length: 3,040,000 µm
  – Total gr overflow: 0
  – Vias in the first global route: between 200k and 300k

Die
  – Core Box Area: around 900,000 µm²
  – Pre-Place Util: 0.402
  – Die Wd: around 950 µm
  – Die Span Y: 952 µm
  – Top-level I/O count: 110
  – Die area: 906,000 µm²
  – Num rows: about 350
-- registers in the layout, indices dropped and copies added (netlist names) --
name	count
prdata	32
pslverr	1
memory	8192
wait_count[-1]	1
pready	1
wait_count	1
current_state	3
-- synthesized netlist by cell type (12+ instances only) --
cell and instances:
mux2_2 8193, dfrtp_1 7206, a22oi_1 3082, nand2_1 1676, clkbuf_1 1661, dfstp_2 1025
nor2_1 512, a22o_1 371, o22ai_1 337, nand4_1 318, a21oi_1 238, buf_2 219
a221oi_1 210, nor4_1 210, buf_1 191, nor3_1 161, o21ai_0 148, nand3_1 144
mux2i_1 118, a222oi_1 94, o211ai_1 53, or4_1 47, and3_1 46, o221ai_1 46
a32oi_1 38, mux2_1 33, o2111ai_1 31, a31oi_1 29, a221o_1 28, o22a_1 28
or3_1 25, a2111oi_0 24, and2_1 20, buf_6 20, buf_4 19, nor2b_1 17
a2bb2oi_1 13, nor4bb_1 12
-- metal layers --
| metal | wire length (µm) | share of wire | track usage |
|---|---|---|---|
| met1 | 814000 | 0.34 | 0.621 |
| met2 | 929000 | 0.38 | 0.670 |
| met3 | 419000 | 0.17 | 0.439 |
| met4 | 253000 | 0.10 | 0.479 |
| met5 | 11900 | 0.0049 | 0.136 |
-- final timing paths --
| kind | start | endpoint | slack, ps | cells after the start |
|---|---|---|---|---|
| min in group asynchronous | presetn | memory[217][5]$_DFFE_PN0P_ | 830 | 1 |
| hold reg to reg | wait_count[0]$_DFF_PN0_ | wait_count[0]$_DFF_PN0_ | 460 | 1 |
| hold / removal | wait_count[0]$_DFF_PN0_ | wait_count[0]$_DFF_PN0_ | 460 | 1 |
| max in group asynchronous | presetn | memory[151][17]$_DFFE_PN0P_ | 6390 | 5 |
| setup / recovery | paddr[3] | memory[0][15]$_DFFE_PN0P_ | 2510 | 14 |
| setup reg to reg | current_state[2]$_DFF_PN0_ | memory[39][21]$_DFFE_PN0P_ | 4940 | 7 |
-- layout make-up --
cell class | count | area, µm²
Inverter | 10 | 37.5
Clock inverter | 268 | 3750
Clock buffer | 1419 | 27500
Fill cell | 78100 | 475000
Timing Repair Buffer | 2433 | 20000
Multi-Input combinational cell | 16500 | 148000
Sequential cell | 8231 | 207000
Antenna cell | 794 | 1990
Tap cell | 11900 | 14900
-- stage by stage --
| step | power (mW) | hold slack, ps |
|---|---|---|
| 2_1_floorplan | 33.0 | 404 |
| 3_3_place_gp | 35.1 | 432 |
| 3_5_place_dp | 35.1 | 443 |
| 4_1_cts | 68.8 | 453 |
| 5_1_grt | 70.0 | 466 |
| 6_report | 68.9 | 457 |
-- power by group --
part           total [mW]  switching [mW]  internal, mW
clock network        34.2            14.5          19.6
logic                2.94            2.62         0.327
registers            31.8         0.00732          31.7
total                68.9            17.2          51.7
-- worst max-delay path, stage by stage --
cell and delay (ps):
buf_4 510, buf_12 450, or4b_4 770, buf_4 760
nor2_4 360, nor4_1 500, nand4_1 280, nor4_1 320
nand3_1 310, nor3_4 840, buf_12 210, and2_2 750
buf_4 270, mux2_1 320
-- logic make-up after synthesis --
kind of cell    count (synthesis)
compound gates               4837
fa+ha+maj                       1
buf+inv                      2122
flops                        8231
mux                          8345
simple gates                 3286
Power figures rest on the tool's default switching activity, not on a simulated workload.
